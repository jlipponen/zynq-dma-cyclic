## flow/run.sh

```bash
#!/bin/bash
# OpenROAD 26Q1-2900-gdf79404cd8, Yosys 0.63+post, stock flow scripts
make -C /OpenROAD-flow-scripts/flow DESIGN_CONFIG=/design/flow/config.mk WORK_HOME=/design/flow/orfs finish
```

## flow/constraint.sdc

```tcl
current_design sample_generator

set clk_period 14.9
set clk_io_pct 0.2

create_clock -name clk0 -period $clk_period [get_ports {ACLK}]

set non_clock_inputs [all_inputs -no_clocks]
set_input_delay [expr $clk_period * $clk_io_pct] -clock clk0 $non_clock_inputs
set_output_delay [expr $clk_period * $clk_io_pct] -clock clk0 [all_outputs]
```

## flow/config.mk

```make
export PLATFORM = sky130hd
export DESIGN_NAME = sample_generator
export DESIGN_NICKNAME = sample_generator
export VERILOG_FILES = /design/flow/design.v
export SDC_FILE = /design/flow/constraint.sdc
export NUM_CORES = 4
export LEC_CHECK = 1
export CORE_UTILIZATION = 50
```

## flow/design.v

```verilog
`timescale 1ns / 1ps
module count_data_gen#(
        parameter integer C_M_AXIS_DATA_WIDTH = 32
    )(
        input wire                              ACLK,
        input wire                              ARESETN,
        input wire                              sample_clk,
        input wire                              enable,               
        output reg [C_M_AXIS_DATA_WIDTH-1:0]    sample_data = 'd0,
        output reg                              data_valid = 1'b0
    );
    reg trigger_sample_write = 1'b1;
always @(posedge ACLK) begin
    if(~ARESETN) begin
        sample_data <= 'd0;
        data_valid <= 1'b0;
        trigger_sample_write <= 1'b1; 
    end
    else begin
        if(data_valid) begin
            data_valid <= 1'b0;
        end
        if(enable) begin
            if(sample_clk && trigger_sample_write) begin
                sample_data <= sample_data + 'd1;
                data_valid <= 1'b1;
                trigger_sample_write <= 1'b0;
            end
            else if(~sample_clk) begin
                trigger_sample_write <= 1'b1;
            end
        end
    end
end
endmodule
`timescale 1ns / 1ps
module sample_clk_gen#(
        parameter integer C_M_AXIS_DATA_WIDTH = 32
    )(
        input wire                              ACLK,
        input wire                              ARESETN,
        input wire [C_M_AXIS_DATA_WIDTH-1:0]    clk_divider,               
        output reg                              sample_clk = 1'b0
    );
    reg [C_M_AXIS_DATA_WIDTH-1:0] counter_r = 'd0;
    always @(posedge ACLK) begin
        if(~ARESETN) begin
            sample_clk <= 1'b0;
        end
        else begin
            if(clk_divider > 1) begin
                if(counter_r < (clk_divider - 'd2)) begin
                    counter_r <= counter_r + 'd1;
                end
                else begin
                    counter_r <= 'd0;
                    if(sample_clk == 1'b0) begin
                        sample_clk <= 1'b1;
                    end
                    else begin
                        sample_clk <= 1'b0;
                    end
                end
            end
        end
    end
endmodule
`timescale 1ns / 1ps
module sample_generator#(
        parameter integer C_M_AXIS_DATA_WIDTH = 32
    )(
        input wire                                      ACLK,
        input wire                                      ARESETN,
        input wire [C_M_AXIS_DATA_WIDTH-1:0]            tlast_throttle,
        input wire [C_M_AXIS_DATA_WIDTH-1:0]            clk_divider,
        input wire                                      enable,
        input wire                                      insert_error,          
        output reg  [C_M_AXIS_DATA_WIDTH-1:0]           M_AXIS_TDATA,
        output reg  [(C_M_AXIS_DATA_WIDTH/8)-1:0]       M_AXIS_TKEEP,
        output reg                                      M_AXIS_TLAST,
        input  wire                                     M_AXIS_TREADY,
        output reg                                      M_AXIS_TVALID
    );
    wire                            sample_clk;
    sample_clk_gen #(
        .C_M_AXIS_DATA_WIDTH(C_M_AXIS_DATA_WIDTH)
    ) sample_clk_gen_inst (
        .ACLK(ACLK),
        .ARESETN(ARESETN),
        .clk_divider(clk_divider),
        .sample_clk(sample_clk)
    );
    wire [C_M_AXIS_DATA_WIDTH-1:0]  sample_data;
    wire                            data_valid;
    count_data_gen #(
        .C_M_AXIS_DATA_WIDTH(C_M_AXIS_DATA_WIDTH)
    ) count_data_gen_inst (
        .ACLK(ACLK),
        .ARESETN(ARESETN),
        .sample_clk(sample_clk),
        .enable(enable),
        .sample_data(sample_data),
        .data_valid(data_valid)
    );
    reg                             insert_error_r = 1'b0;
    reg                             insert_error_ack_r = 1'b0;
    always @(posedge ACLK) begin
        if(~ARESETN) begin
           insert_error_r <= 1'b0;
        end
        else begin
            if(insert_error && ~insert_error_ack_r) begin
                insert_error_r <= 1'b1;
            end
            else if(~insert_error && insert_error_ack_r) begin
                insert_error_r <= 1'b0;
            end
            else begin
                insert_error_r <= insert_error_r;
            end
        end
    end
    initial M_AXIS_TKEEP = 4'b1111;
    reg [C_M_AXIS_DATA_WIDTH-1:0]   databeat_counter_r = 'd0;
    always @(posedge ACLK) begin
        if(~ARESETN) begin
            M_AXIS_TDATA <= 'd0;
            M_AXIS_TVALID <= 1'b0;
            M_AXIS_TLAST <= 1'b0;
            insert_error_ack_r <= 1'b0;
        end
        else begin
            if(M_AXIS_TREADY && M_AXIS_TVALID) begin
               M_AXIS_TVALID <= 1'b0;
            end
            if(M_AXIS_TREADY && M_AXIS_TLAST) begin
               M_AXIS_TLAST <= 1'b0;
            end
            if(data_valid) begin
                if(insert_error_r && ~insert_error_ack_r) begin
                    M_AXIS_TDATA <= sample_data - 'd2;
                    insert_error_ack_r <= 1'b1;
                end
                else if(~insert_error_r && insert_error_ack_r) begin
                    insert_error_ack_r <= 1'b0;
                    M_AXIS_TDATA <= sample_data;
                end
                else begin
                    M_AXIS_TDATA <= sample_data;
                end
                M_AXIS_TVALID <= 1'b1;
                if(databeat_counter_r < (tlast_throttle - 'd1)) begin
                    databeat_counter_r <= databeat_counter_r + 'd1;
                end else begin
                    databeat_counter_r <= 'd0;
                    M_AXIS_TLAST <= 1'b1;
                end       
            end
        end
    end
endmodule
```

==> flow_summary.toml <==
# implementation run metrics
[outcome]
status = "complete, no violations"

[pwr]
ir_worst_vdd_uv = 80.35
power.leakage_nw = 3.880
pwr_density_cell_nw_per_um2 = 89.18

[setup_path]
critPathLaunch = "clk_divider[1]"
r2r_setup_slack_ns = 12.03
worst-path-buf-inv = 1
cp_max_fo = 32
cp_cell_sequence = "clkdlybuf4s50_1 > or4_1 > nor4_4 > nand2_1 > or3_1 > xor2_1 > ha_1 > and4_1 > nand3_1 > or4_1 > a31oi_1 > or2_2 > nor2_1"
critPathRequiredTime_ns = 15.04
crit_path_max_incr_delay_ns = 0.61
worstReg2RegStart = "sample_clk_gen_inst.counter_r[15]"
critPathLaunchType = "input port"
cp-endpoint = "sample_clk_gen_inst.counter_r[10]"
path_common_cell = "or4_1"
critPathTopFamily = "simple AND/OR/NAND/NOR gates"
cp_num_cells = 13
end_kind = "register"
path_class = "input port to register"
slowest_stage = "or4_1"
arrival_ns = 7.19
r2r_cells = 7
reg2reg_to = "sample_clk_gen_inst.counter_r[10]"

[cts]
cts_buffers = 17
clkTransAtPathRegs_ns = 0.06
clock_latency_ns = 0.42
ctsHoldBuffers = 0
cts-resized-gates = 0
clock-sinks = 135
post_cts_buffers = 0
tritoncts = "built"
clock-root-buffer = "clkbuf_16"
cts_max_path_buffers = 2
htreeDepth = 4

[synth]
yosysCellCount = 1031
synthFlopType = "dfxtp_1"
synth_cell_types = 57
synth-seq-cells = 135
yosysWarnings = 3
syn_inst = 1031
yosys_area_um2 = 9129
syn_area_per_cell_um2 = 8.854
netlist_area_um2 = 9129
synth-edff-count = 64
ys_seq_share_pct = 36.62
async_flop_share_pct = 0

[sta]
setup_viol = 0
fmax_mhz = 141.9
hold_viol = 0
fin_crit_sh_pct = 47.31
skew_ns = 0.009996
fin_setup_tns_ns = 0
rsz0062_at_grt = "no"
worstMarginPinSlew_ns = 0.8555
slew_headroom_pct = 42.49
postLayoutSetupSlackWorst_ns = 7.851
final_max_slew_viol_count = 0
holdWs_ns = 0.4858
period_minus_slack_ns = 7.049

[die]
fp_util_pct = 50.99
die_h_um = 137.1
num_io_pins = 107
die_area_um2 = 18800
rows = 49
core-area_um2 = 17900
die_width_um = 137.1

[drt]
routed_wl_um = 19160
dr.pass1.iters = 5
num_antenna_cells = 0
drt-vias-per-instance = 5.324
ant_nets = 0
wl_per_cell_um = 14.09
drt_iter0_drc = 282
drc = 0
num_vias = 7240

[finish]
drive_gt1_share_pct = 5.305
final_cell_mix = "179 x nor2_1, 102 x clkdlybuf4s50_1, 88 x xor2_1"
final_common_cell = "nor2_1"
area_delta_synth_final_pct = 19.15

[global_route]
grt_usage_pct = 21.83
grt_pass1_vias = 6527
grt_max_degree = 67
antenna_found_initial = 0
grt_pass1_wl_um = 31320
grt_overflow = 0

[hold_path]
min_path_type = "register to register"

[placed_design]
hpwl_um = 13880
gp_congestion = 0.8582
port_buffers = 102
dpl_worst_slack_ns = 7.379

[run]
warnings = 27
max_cap_violations = 0
## per-stage QoR
step	instances	power [mW]	instance area, µm²	util [%]
after floorplan	1034	0.5186	9140	-
after global placement	1328	0.5756	10310	57.59
after detailed placement	1328	0.5764	10310	57.59
after CTS	1360	0.9824	10880	60.76
after global routing	1360	1.020	10880	60.76
final	1360	0.9700	10880	60.76
## flip-flops by register name (all words and copies together) (netlist names)
register,cells
insert_error_ack_r,1
M_AXIS_TVALID,1
M_AXIS_TDATA,32
insert_error_r,1
count_data_gen_inst.data_valid,1
count_data_gen_inst.sample_data,32
M_AXIS_TLAST,1
sample_clk_gen_inst.counter_r,32
count_data_gen_inst.trigger_sample_write,1
databeat_counter_r,32
sample_clk_gen_inst.sample_clk,1
## worst min path at each step
stage | end | depth (start not counted) | slack (ns) | startpoint
CTS | count_data_gen_inst.trigger_sample_write | 2 | 0.49 | count_data_gen_inst.trigger_sample_write
finish | count_data_gen_inst.trigger_sample_write | 2 | 0.49 | count_data_gen_inst.trigger_sample_write
global route | M_AXIS_TDATA[30] | 2 | 0.50 | M_AXIS_TDATA[30]
## worst min-delay path, cell delays in order, from the launching register on
cell and delay [ns]:
dfxtp_1 0.31, o21ai_0 0.08, nand2_1 0.06
## logic make-up after synthesis
logic type | share of synthesized area [%]
AND/OR/NAND/NOR | 26.34
XOR/XNOR | 16.79
adder cells (fa/ha/maj) | 9.731
AND-OR/OR-AND | 7.072
multiplexers | 0.4386
flip-flops | 36.62
other | 0.04108
buffers and inverters | 2.960
## cells in the mapped netlist (3+ instances only)
cell,count,area [µm²]
a211oi_1,12,90.09
a21oi_1,46,230.2
and2_1,7,43.79
and3_1,12,75.07
and4_1,13,113.9
buf_2,9,45.04
buf_4,5,37.54
clkbuf_1,29,108.9
dfxtp_1,71,1421
edfxtp_1,64,1922
ha_1,71,888.4
inv_1,18,67.56
mux2i_1,4,40.04
nand2_1,77,289.0
nand2b_1,5,31.28
nand3_1,43,215.2
nand3b_1,6,45.04
nand4_1,31,193.9
nor2_1,179,671.9
nor2b_1,6,37.54
nor3_1,28,140.1
nor3_2,3,30.03
nor4_1,18,112.6
nor4_4,4,85.08
o211ai_1,3,22.52
o21ai_0,33,165.2
or2_2,6,37.54
or3_1,11,68.82
or4_1,8,60.06
xnor2_1,87,762.0
xor2_1,88,770.7
## cell type report
| class | instances | area (µm²) |
|---|---|---|
| clock inverters | 10 | 91.34 |
| flip-flops and latches | 135 | 3344 |
| fillers | 1543 | 7025 |
| repair buffers | 110 | 1081 |
| inverters | 19 | 71.32 |
| well taps | 229 | 286.5 |
| clock buffers | 22 | 475.5 |
| multi-input cells | 835 | 5527 |
## report_power, final
group / switching, mW / leakage [nW] / total [mW] / internal, mW
clock: 0.158 / 0.285 / 0.402 / 0.244
combinational: 0.0694 / 2.40 / 0.139 / 0.0697
sequential: 0.0180 / 1.19 / 0.429 / 0.411
## routing by layer
| layer | part of all wire [%] | vias to the layer above | track usage [%] | wire length (µm) |
|---|---|---|---|---|
| met5 | 0 | - | 0 | 0 |
| met4 | 0.98 | 0 | 2.442 | 187 |
| met3 | 3.9 | 13 | 3.817 | 748 |
| met2 | 45 | 110 | 33.11 | 8598 |
| met1 | 50 | 3318 | 34.98 | 9628 |
| li1 | - | 3799 | - | - |
Power and IR drop assume default switching activity.
